$ cat flow/run.sh
#!/bin/bash
# OpenROAD 26Q1-2900-gdf79404cd8, Yosys 0.63+post, stock flow scripts
make -C /OpenROAD-flow-scripts/flow DESIGN_CONFIG=/design/flow/config.mk WORK_HOME=/design/flow/orfs finish
$ cat flow/constraint.sdc
current_design ask

set clk_period 1.3
set clk_io_pct 0.2

create_clock -name clk0 -period $clk_period [get_ports {clk}]

set non_clock_inputs [all_inputs -no_clocks]
set_input_delay [expr $clk_period * $clk_io_pct] -clock clk0 $non_clock_inputs
set_output_delay [expr $clk_period * $clk_io_pct] -clock clk0 [all_outputs]
$ cat flow/design.v
module ask(clk,reset_n,data_in,ask_code_out);
  input clk;
  input reset_n;
  input data_in;
  output ask_code_out;
  wire clk;
  wire reset_n;
  wire data_in;
  reg[2:0]clk_cnt;
  reg clk_div;
  always@(posedge clk or negedge reset_n) 
    begin
      if(!reset_n)
        begin
          clk_cnt<=3'd0;
          clk_div<=1'b0;
        end
      else if(clk_cnt==3'd1)
        begin
          clk_div<=~clk_div;
          clk_cnt<=3'd0;
        end
      else
        clk_cnt<=clk_cnt +1'b1;
    end
  assign ask_code_out=(data_in)? clk_div :1'b0;
endmodule
$ cat flow/config.mk
export PLATFORM = sky130hd
export DESIGN_NAME = ask
export DESIGN_NICKNAME = ask
export VERILOG_FILES = /design/flow/design.v
export SDC_FILE = /design/flow/constraint.sdc
export NUM_CORES = 4
export LEC_CHECK = 1
export CORE_AREA = 10 10 70 70
export DIE_AREA = 0 0 80 80
==> out/results.ini <==
[synth]
numSynthFlops=4
synth-async-reset-ratio_pct=100
syn_area_sq_um=158
synth-edff-count=0
synthCells=12
ys_types=8
synth_top_area_share_pct=63.5
ys_chip_area_sq_um=158
yosysWarnings=1
synthTopCellsByCount=dfrtp_1 (4), nand2_1 (2)
ys.flop_type=dfrtp_1
synth-cells-yosys=12
most_common_cell=dfrtp_1
top_area_cell=dfrtp_1
synth.area.top_cells=dfrtp_1 (63%), nor3b_2 (7.9%), mux2i_1 (6.3%)
avgSynthCellArea_sq_um=13.1
ys_seq_share_pct=63.5

[cells_and_area]
final_area_sq_um=269
fin_cells=64
areaGrowthSynthToFinish_pct=70.6
nFillCells=404
fin_util_pct=7.88
drive_above_1_share_pct=22.2

[timing]
tns_ps=0
finalSetupViolCount=0
worst_pin_slew_ps=172
skew_ps=8.67
period_needed_ps=1240
finalWorstSetupSlack_ps=59.6
finalCritPeriodShare_pct=95.4
timing.slew.headroom_pct=88.5
fmax_ghz=0.806
slew_viol_final=0
rsz0062_at_grt=no
hold_viol_final=0

[die]
rows=21
dieWidth_um=80
core-area_sq_um=3420
die_area_sq_um=6400
die_height_um=80
io_pins=4
fp_util_pct=4.62

[worst_setup_path]
crit_family=flip-flops
slowest_delay_ps=380
crit_chain=and2_1 > dlygate4sd2_1
worstSetupEndpointType=output pin
worst-path-buf-inv=1
cp_slowest_cell=dfrtp_1
r2r_cells=2
cp.depth=2
crit_path_start_kind=register
worstPathMaxFanout=2
required_ps=1040
critPathKind=reg -> out
cp_data_arrival_time_ps=980

[route]
wl_met3_um=86
drtIter0Drc=11
first_pass_iters=2
ant_nets=0
drc=0
viasPerCell=1.64
dr.max_layer_used=met3
avgRoutedWirePerCell_um=4.78
drt-met1-wl_um=137
met2_length_um=82
wl_um=306
vias=105
diodes=0

[placement]
gp_congestion=0.668
dp_cells=61
place_ws_ps=-242
dp_hpwl_um=224
place_area_sq_um=245
port_buffers=3

[outcome]
status=finished, final reports clean

[power_and_ir_drop]
swShare_pct=19.6
p_sw_w=0.0000569
vdd_ir_drop_max_v=0.000131
power.density_nw_per_um2=1080
combinationalPowerShare_pct=2.4
intPower_w=0.000233
p_clk_share_pct=54.5
p_seq_share_pct=43.1
power_leakage_nw=0.121

[clocking]
clk_latency_ps=240
cts_buffer_depth=2
root_buffer=clkbuf_4
cts_tree=built
cts_num_sinks=4
h-tree-depth=1
clk_pin_slew_ps=40
numCtsBuffers=3
cts_hold_buf=0
cts_setup_buffers=0

[min_path]
hold_path_class=in -> async

[grt]
overflow=0
antenna_found_initial=0
grt_pass1_wl_um=538
grt_max_degree=6
grt_pass1_vias=114
grt_use_total_pct=1.30

[job]
maxCapViolations=0
warning_count=25

==> stage by stage <==
stage          power (W)  hold WS, ps
3_5_place_dp    0.000135          455
2_1_floorplan   0.000127        -35.6
4_1_cts         0.000298          216
5_1_grt         0.000313          217
6_report        0.000290          214
3_3_place_gp    0.000134          447
==> logic make-up (layout without fill, tap and decap cells) <==
logic type	count (synthesis)	after routing	share of synthesized area, %
multiplexers	1	1	6.35
XOR/XNOR	2	2	11.1
AND/OR/NAND/NOR	4	4	16.7
flip-flops	4	4	63.5
buffers and inverters	1	7	2.38
==> routing by layer <==
metal  vias up  global-route usage [%]
met5         -                       0
met2         7                   0.803
met4         0                   0.352
met1        47                    1.40
met3         0                    2.61
li1         51                       -
==> state kept, by name, summed over array words and instances (netlist names) <==
signal	count
clk_cnt	3
clk_div	1
==> repair_timing <==
item | CTS | global route
endpoints found under the setup margin | 1 | 1
pin swaps | 1 | 1
gates resized | 1 | 1
==> power by group through the flow <==
stage | clock, W | combinational, W | sequential [W]
final | 0.000158 | 0.00000702 | 0.000125
after global routing | 0.000180 | 0.00000797 | 0.000125
after CTS | 0.000165 | 0.00000789 | 0.000125
==> final timing paths <==
path / from / to / slack [ps]
min in group clk0: clk_div$_DFFE_PN0N_ / clk_div$_DFFE_PN0N_ / 460
worst min-delay path: reset_n / clk_div$_DFFE_PN0N_ / 210
worst max-delay path: clk_div$_DFFE_PN0N_ / ask_code_out / 60
worst min register to register: clk_div$_DFFE_PN0N_ / clk_div$_DFFE_PN0N_ / 460
max in group asynchronous: reset_n / clk_cnt[0]$_DFF_PN0_ / 920
worst max register to register: clk_cnt[1]$_DFF_PN0_ / clk_div$_DFFE_PN0N_ / 460
==> layout make-up <==
cell class                      count  area, sq um  area share [%]
Inverter                            1         3.75            1.40
Tap cell                           46         57.6            21.4
Clock buffer                        3         22.5            8.37
Timing Repair Buffer                3         31.3            11.6
Multi-Input combinational cell      7         53.8            20.0
Sequential cell                     4          100            37.2
==> layout by cell type (no fill, tap or decap) <==
cell / n
nor3b_2: 1
dlymetal6s2s_1: 1
and2_1: 1
clkdlybuf4s50_1: 1
mux2i_1: 1
dlygate4sd2_1: 1
xor2_1: 1
xnor2_1: 1
dfrtp_1: 4
inv_1: 1
nand2_1: 2
clkbuf_4: 3
Power is estimated from default activity; no workload was simulated.
