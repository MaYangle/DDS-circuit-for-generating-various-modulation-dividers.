$ cat config.mk
export PLATFORM = sky130hd
export DESIGN_NAME = dpsk_code
export DESIGN_NICKNAME = dpsk_code
export VERILOG_FILES = /design/flow/design.v
export SDC_FILE = /design/flow/constraint.sdc
export NUM_CORES = 4
export LEC_CHECK = 1
export CORE_AREA = 10 10 70 70
export DIE_AREA = 0 0 80 80
$ cat constraint.sdc
current_design dpsk_code

set clk_period 1.3
set clk_io_pct 0.2

create_clock -name clk0 -period $clk_period [get_ports {clk}]

set non_clock_inputs [all_inputs -no_clocks]
set_input_delay [expr $clk_period * $clk_io_pct] -clock clk0 $non_clock_inputs
set_output_delay [expr $clk_period * $clk_io_pct] -clock clk0 [all_outputs]
$ cat design.v
module dpsk_code(clk,reset_n,
m_ser_code_in,
dpsk_code_out,
dds_sin_data_in2,
dds_sin_data_in3,
dpsk_code_sin_out);
  input clk;
  input reset_n;
  input m_ser_code_in;
  input[7:0] dds_sin_data_in2;
  input[7:0] dds_sin_data_in3;
  output dpsk_code_out;
  output[7:0]dpsk_code_sin_out;
  wire clk;
  wire reset_n;
  wire m_ser_code_in;
  wire[7:0] dds_sin_data_in2;
  wire[7:0] dds_sin_data_in3;
  reg dpsk_code_reg;
  reg [2:0]count;
  always@(posedge clk or negedge reset_n)
  begin
    if(!reset_n)
      begin
        dpsk_code_reg<=1'b0;
      end
    else
      dpsk_code_reg<=dpsk_code_reg ^ m_ser_code_in;
    end
  assign dpsk_code_out=dpsk_code_reg;
  assign dpsk_code_sin_out=(dpsk_code_reg)? dds_sin_data_in3 : dds_sin_data_in2;
endmodule
$ cat run.sh
#!/bin/bash
# OpenROAD 26Q1-2900-gdf79404cd8, Yosys 0.63+post, stock flow scripts
make -C /OpenROAD-flow-scripts/flow DESIGN_CONFIG=/design/flow/config.mk WORK_HOME=/design/flow/orfs finish
==> results.yml <==
# physical design summary
route:
  postRouteAntennaNets: 0
  wirelength_um: 1040
  wire_per_inst_um: 12.0
  vias: 196
  vias_per_cell: 2.28
  drc_errors: 0
  drt_pre_antenna_iters: 2
  drtIter0Drc: 4
finish:
  finalNonFillerCells: 86
  largest_reg_flops: 1
  fillers: 397
  area_growth_pct: 190
  drive_gt1_frac: 0.487
setup_path:
  start_kind: "primary input"
  slowest_stage: "clkdlybuf4s50_1"
  crit_end: "dpsk_code_sin_out[2]"
  required_ns: 1.04
  crit_start: "dds_sin_data_in3[2]"
  rr_endpoint: "dpsk_code_reg"
  slowest_delay_ns: 0.40
  worst_setup_path_end_kind: "primary output"
  cp_data_arrival_time_ns: 1.02
  r2r_slack_ns: 0.48
  path_cells: "clkdlybuf4s50_1, mux2_4, buf_2"
  critPathKind: "in2out"
  crit_fanout: 1
  timing.rr.start: "dpsk_code_reg"
  r2r_cells: 2
die:
  ios: 28
  die_w_um: 80
  die_height_um: 80
  rows: 21
  chip_area_um2: 6400
  fp_util: 0.0484
  fp.coreArea_um2: 3420
sta:
  clock_skew_ns: 0
  setup_viol: 0
  fin_tns_setup_ns: 0
  slew_violations: 0
  setup_slack_ns: 0.0159
  finalCritPeriodShare: 0.988
  fin_crit_ns: 1.28
  max_freq_mhz: 779
  holdWs_ns: 0.409
  slew_headroom: 0.929
  rsz0062_at_grt: "false"
  hold_violations: 0
  worst_pin_slew_ns: 0.106
yosys:
  ys_cells: 11
  edf_count: 0
  area_leaders: "mux2_4 73%, dfrtp_1 15%, buf_6 6.8%"
  synth.most_common_cell: "mux2_4"
  synth_top_area_share: 0.727
  synthArstFlopShare: 1.00
  synth_area_um2: 165
  yosys_warnings: 1
  ys_seq_frac: 0.152
  yosys.area.top_type: "mux2_4"
  yosys_most_used_dff: "dfrtp_1"
  ys_types: 4
  top_cells_by_count: "8 x mux2_4, 1 x buf_6, 1 x dfrtp_1, 1 x xor2_1"
  avgSynthCellArea_um2: 15.0
  yosys_area_um2: 165
  ys.flops: 1
  synthCells: 11
placement:
  gp_congestion: 0.671
  dp_cells: 84
  io_buffer_count: 27
  dp_hpwl_um: 985
  post-place-ws_ns: -0.358
power:
  peakVddDrop_uv: 321
  p_total_uw: 585
  p_leak_uw: 0.000230
  power_density_nw_per_um2: 1220
grt:
  grt.overflow.total: 0
  antenna_found_initial: 1
  grt_pass1_vias: 241
  grtUsageTotal: 0.0310
  grt_max_degree: 9
  grt_first_pass_wirelength_um: 1490
cts:
  hold_buffers: 0
  path_clk_slew_ns: 0
  clock_latency_ns: 0
status:
  status: "finished clean"
min_path:
  min_path_type: "in2async"
run:
  cap_violations: 0
  tool_warnings: 28
[metal layers]
metal  track usage  wire length [um]  vias up
li1              -                 -       97
met1        0.0404               495       83
met2        0.0441               362       16
met3        0.0205               178        0
met4             0                 0        0
met5             0                 0        -
[worst min path at each step]
stage       start             to  slack [ns]  cells after the start
4_1_cts   reset_n  dpsk_code_reg        0.41                      1
5_1_grt   reset_n  dpsk_code_reg        0.41                      1
6_report  reset_n  dpsk_code_reg        0.41                      1
[cells by family (layout without fill, tap and decap cells)]
group        count (synthesis)  in the layout  synth area share
xor+xnor                     1              1            0.0530
buf+inv                      1             29            0.0682
flops                        1              1             0.151
mux                          8              8             0.727
other cells                  0              1                 0
[cell usage in the layout, fill, tap and decap left out]
cell type         n
buf_4             1
diode_2           1
xor2_1            1
dlygate4sd2_1    15
clkdlybuf4s50_1   4
clkbuf_2          2
buf_2             2
buf_12            1
buf_6             4
dfrtp_2           1
mux2_4            8
[critical path, delay by kind of cell]
family                 cells  cell delay, ns
multiplexers               1            0.25
buffers and inverters      2            0.52
[layout make-up]
type                            count  area (um^2)  share of cell area
Antenna cell                        1         2.50             0.00522
Multi-Input combinational cell      9          129               0.269
Timing Repair Buffer               29          264               0.551
Tap cell                           46         57.6               0.120
Sequential cell                     1         26.3              0.0548
[report_power, final]
group	internal, uW	total [uW]	switching [uW]
combinational	375	515	140
sequential	51.2	70.6	19.4
clock	0.000103	0.000103	0
total	426	585	159
[stage by stage]
step | util | instance area [um^2]
after CTS | 0.142 | 487
final | 0.140 | 479
after detailed placement | 0.143 | 489
after global placement | 0.143 | 489
after floorplan | - | 165
after global routing | 0.140 | 477
[timing repair]
action,in CTS,in global routing
setup endpoints to repair,9,2
resized,42,2
buffers inserted,1,0
Power figures rest on the tool's default switching activity, not on a simulated workload.
