--- flow/run.sh ---
#!/bin/bash
# OpenROAD 26Q1-2900-gdf79404cd8, Yosys 0.63+post, stock flow scripts
make -C /OpenROAD-flow-scripts/flow DESIGN_CONFIG=/design/flow/config.mk WORK_HOME=/design/flow/orfs finish
--- flow/config.mk ---
export PLATFORM = sky130hd
export DESIGN_NAME = fsk_code
export DESIGN_NICKNAME = fsk_code
export VERILOG_FILES = /design/flow/design.v
export SDC_FILE = /design/flow/constraint.sdc
export NUM_CORES = 4
export LEC_CHECK = 1
export CORE_AREA = 10 10 70 70
export DIE_AREA = 0 0 80 80
--- flow/constraint.sdc ---
current_design fsk_code

set clk_period 1.3
set clk_io_pct 0.2

create_clock -name clk0 -period $clk_period [get_ports {clk}]

set non_clock_inputs [all_inputs -no_clocks]
set_input_delay [expr $clk_period * $clk_io_pct] -clock clk0 $non_clock_inputs
set_output_delay [expr $clk_period * $clk_io_pct] -clock clk0 [all_outputs]
--- flow/design.v ---
module fsk_code(clk,m_ser_code_in,fsk_code_sin_out);
  input clk;
  input m_ser_code_in;
  output fsk_code_sin_out;
  wire clk;
  wire m_ser_code_in;
  reg[2:0]cnt=3'b000;
  wire f1;
  reg f2=1'b1;
  always@(posedge clk)
  begin
    if(cnt==3'b010)
      begin
        cnt<=3'd0;
        f2<=~f2;
      end
    else
      cnt<=cnt+1'b1;
  end
  assign f1=clk;
  assign fsk_code_sin_out=(m_ser_code_in)? f2:f1;
endmodule
==> impl_report.txt <==
=== SYNTHESIS / PLACE & ROUTE SUMMARY ===
----------------------------------------------------
[Routing]
  Antenna Nets Post-Route ........................ 0
  Avg WL per Cell ........................ 3.84 µm
  Via density per instance ........................ 1.72
  Ant. Diodes ........................ 0
  First-pass iteration count of the detailed router ........................ 2
  Initial detailed-routing violation count ........................ 4
  Remaining routing DRC violations ........................ 0
  Via count ........................ 119
  Total Wirelength ........................ 265 µm

[Cells and area]
  Total of fill cells in the finished design ........................ 411
  Ratio of cells with drive above 1 in the final layout ........................ 39.1%
  Share of the core filled with cells in the final layout ........................ 8.86%
  Post-route cell area ........................ 303 µm²
  Growth of design area from synthesis to finish ........................ 77.9%

[Logic synthesis]
  Mean area per synthesized cell ........................ 12.2 µm²
  Post-synthesis instance total ........................ 14
  Chip area estimate from yosys synthesis ........................ 170 µm²
  Total cells reported by yosys after synthesis ........................ 14
  Sequential cell area fraction in the yosys report ........................ 52.9%
  Cell area after synthesis ........................ 170 µm²
  Unique cell types ........................ 9
  Number of synthesis warnings ........................ 1
  Synth top area cells ........................ dfxtp_1 (35%), edfxtp_1 (18%), ha_1 (15%)
  Fraction of registers with async set/reset ........................ 0%
  Top cell type by instance count after synthesis ........................ dfxtp_1
  Number of flops mapped to enable cells by yosys ........................ 1
  Post-synth top cells ........................ dfxtp_1 (3), ha_1 (2), inv_1 (2), nor2_1 (2)
  Top FF cell, synth ........................ dfxtp_1
  Area leader share ........................ 35.3%
  Post-synth regs ........................ 4
  Cell type with the largest total area ........................ dfxtp_1

[Global route]
  Vias in the first global route ........................ 158
  Total congestion overflow ........................ 0
  Maximum number of pins on one net before global-route repair ........................ 4
  Initial antenna violation count ........................ 0
  Global routing usage on met3 ........................ 0.909%
  GR Util All Layers ........................ 0.950%
  Met2 Resource Use GR ........................ 1.12%
  Global-route met1 utilization ........................ 0.866%
  Most Crowded Layer GR ........................ met2
  First-pass GRT wire length ........................ 496 µm

[Final timing]
  Top achievable clock speed ........................ 728 MHz
  Measured slew at the worst slew-check pin ........................ 0.151 ns
  Hold Vio Cnt, Final ........................ 0
  Final period util ........................ 107%
  Remaining max-slew budget at the tightest pin ........................ 89.9%
  Setup-failing EPs final ........................ 1
  RSZ-0062 raised after global routing ........................ true
  Worst setup margin ........................ -0.0858 ns
  Final Max-Slew Violation Tally ........................ 0
  Tightest hold margin ........................ 0.440 ns
  Largest clock skew in the final design ........................ 0.0114 ns
  Tmin final ........................ 1.39 ns

[Worst setup path]
  Cell with the largest stage delay on the worst path ........................ mux2_4
  Kind of start point of the critical path ........................ clock port
  Required arrival time at the worst endpoint ........................ 1.04 ns
  Critical path type ........................ clk -> out
  Worst Path Arrival ........................ 1.13 ns
  Maximum fanout along the worst path ........................ 2
  Category of the worst setup path capture point ........................ primary output
  Peak per-stage delay on the critical path ........................ 0.26 ns
  Sequence of cells on the critical path ........................ clkbuf_8 > mux2_4 > buf_6

[Floorplan]
  Fraction of the core area occupied by cells at floorplan ........................ 4.98%
  IO Count ........................ 3
  Horizontal die size ........................ 80 µm
  Vertical die dimension ........................ 80 µm
  Overall die area ........................ 0.00640 mm²
  Number of rows created at floorplan ........................ 21
  Area of the core ........................ 0.00342 mm²

[Clocking]
  CTS Hold Buffers Added ........................ 0
  CTS tree ........................ done
  Clock slew at reported path FFs ........................ 0.03 ns
  Clock latency on the worst-skew pair ........................ 0.34 ns

[Min path]
  Worst hold path class ........................ reg -> reg

[Power and ir drop]
  Peak VDD IR ........................ 210 µV
  Power per cell area ........................ 1560 mW/mm²
  Leak ........................ 0.117 nW

[Status]
  Outcome ........................ finished, violations left
  Violated checks ........................ negative setup slack

[Job]
  Warning total across the stage logs ........................ 30
  Maximum Capacitance Violations ........................ 0

[Placed design]
  I/O Buffers ........................ 2
  Area after detailed placement ........................ 248 µm²
  GPL Wtd Cong ........................ 0.682

----------------------------------------------------
worst paths after layout:
kind | startpoint | to | slack (ns) | cells past startpoint
worst max-delay path | clk | fsk_code_sin_out | -0.09 | 3
worst min-delay path | cnt[0]$_SDFF_PN0_ | cnt[0]$_SDFF_PN0_ | 0.44 | 1
worst max register to register | cnt[0]$_SDFF_PN0_ | f2$_DFFE_PN_ | 0.31 | 3
worst min register to register | cnt[0]$_SDFF_PN0_ | cnt[0]$_SDFF_PN0_ | 0.44 | 1
flip-flops by register name (all words and copies together) (netlist names):
name / count
f2: 1
cnt: 3
routing by layer:
layer  wire [µm]  share of wire (%)
met1         114                 43
met2         143                 54
met3           7                2.6
met4           0                  0
met5           0                  0
kinds of logic after synthesis:
group         Yosys count  synth area share [%]
buf+inv                 2                  4.41
simple gates            4                  13.2
fa+ha+maj               2                  14.7
mux                     2                  14.7
flops                   4                  52.9
critical path, delay by kind of cell:
kind / cells / cell delay, ns
buf+inv: 2 / 0.21
mux: 1 / 0.26
per-stage QoR:
step	setup TNS (ns)	power, mW	cells	worst slack, ns
after floorplan	0	0.152	14	0.156
after global placement	-0.370	0.184	62	-0.370
after detailed placement	-0.371	0.184	62	-0.371
after CTS	-0.0858	0.466	69	-0.0858
after global routing	-0.136	0.507	69	-0.136
final	-0.0858	0.472	69	-0.0858
placed cells by master, fill, tap and decap left out, drive strengths merged:
cell / n
clkbuf: 6
dfxtp: 3
inv: 2
nor2: 2
ha: 2
buf: 2
mux2: 1
nor2b: 1
nand2b: 1
mux2i: 1
edfxtp: 1
dlygate4sd2: 1
where the power goes:
group | switching, mW | internal (mW)
Sequential | 0 | 0.128
Combinational | 0.000740 | 0.00152
Clock | 0.0778 | 0.265
cell type report:
cell class / instances / area [µm²] / area share, %
well taps: 46 / 57.6 / 19.0
flip-flops and latches: 4 / 90.1 / 29.8
repair buffers: 2 / 16.3 / 5.37
inverters: 2 / 7.51 / 2.48
clock buffers: 7 / 58.8 / 19.4
multi-input cells: 8 / 72.6 / 24.0
timing repair:
item | CTS | global route
buffers inserted | 1 | 0
hold endpoints to repair | 0 | 0
pin swaps | 0 | 0
setup endpoints to repair | 1 | 1
gates cloned | 0 | 0
resized | 5 | 1
No activity file was given, so power comes from the tool's default toggle rates.
